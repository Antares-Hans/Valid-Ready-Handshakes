--- design/flow/config.mk ---
export PLATFORM = sky130hd
export DESIGN_NAME = valid_register
export DESIGN_NICKNAME = valid_register
export VERILOG_FILES = /design/flow/design.v
export SDC_FILE = /design/flow/constraint.sdc
export NUM_CORES = 4
export LEC_CHECK = 1
export CORE_AREA = 10 10 70 70
export DIE_AREA = 0 0 80 80
--- design/flow/constraint.sdc ---
current_design valid_register

set clk_period 1.3
set clk_io_pct 0.2

create_clock -name clk0 -period $clk_period [get_ports {clk}]

set non_clock_inputs [all_inputs -no_clocks]
set_input_delay [expr $clk_period * $clk_io_pct] -clock clk0 $non_clock_inputs
set_output_delay [expr $clk_period * $clk_io_pct] -clock clk0 [all_outputs]
--- design/flow/design.v ---
`timescale 1ns/1ps
module valid_register#(parameter WIDTH = 8)(
	input 			clk,
	input 			rst,
	input 			m_valid,
	output 			m_ready,
	input 	   [WIDTH-1:0]	m_data,
	output reg 		s_valid,
	input 			s_ready,
	output reg [WIDTH-1:0] 	s_data
	);
  always @(posedge clk)begin
   	if (rst)
		s_valid <= 1'd0;
   	else if (m_ready)
		s_valid <= m_valid;
   	else
		s_valid <= s_valid;
  end
  always @(posedge clk)begin
   	if (rst)
       		s_data <= 'd0;
   	else if (m_valid && m_ready)
       		s_data <=  m_data;
	else 
		s_data <= s_data;
  end
  assign m_ready = s_ready || ~s_valid; 
endmodule
--- design/flow/run.sh ---
#!/bin/bash
# OpenROAD 26Q1-2900-gdf79404cd8, Yosys 0.63+post, stock flow scripts
make -C /OpenROAD-flow-scripts/flow DESIGN_CONFIG=/design/flow/config.mk WORK_HOME=/design/flow/orfs finish
==> flow_metrics.py <==
# Synthesis and PnR figures
metrics = {
    "cts": {
        "cts_buffers": 3,
        "cts_tree": "yes",
        "clk_pin_slew_worst_paths_ns": 0.06,
        "htree_levels": 1,
        "hold_buffers": 0,
        "clock_latency_ns": 0.25,
        "root_buffer": "clkbuf_4",
        "numClockSinks": 9,
        "clk_path_buf_depth": 2,
    },
    "synth": {
        "syn_avg_cell_area_sq_um": 10.8,
        "netlist_area_sq_um": 442,
        "syn_inst": 41,
        "seq_area_frac_synth_pct": 40.8,
        "yosysCellCount": 41,
        "ys_types": 9,
        "yosys_area_sq_um": 442,
        "ys.flops": 9,
        "yosys_warnings": 1,
    },
    "setup_path": {
        "required_ns": 1.04,
        "critPathMaxFanout": 2,
        "critPathCaptureType": "output pin",
        "endpoint": "m_ready",
        "r2r_slack_ns": 0.21,
        "crit_start": "s_valid$_SDFFE_PP0P_",
        "critPathLaunchType": "flip-flop",
        "r2r_end": "s_data[0]$_SDFFE_PP0P_",
        "rr_worst_depth": 5,
        "worstSetupPathType": "flip-flop to output pin",
        "reg2reg_from": "s_valid$_SDFFE_PP0P_",
        "arrival_ns": 0.97,
    },
    "power": {
        "clkPwrFrac_pct": 33.1,
        "p_switching_mw": 0.149,
        "p_comb_share_pct": 20.1,
        "intPower_mw": 0.497,
        "power_per_cell_area_nw_per_um2": 875,
        "p_total_mw": 0.646,
        "power.leakage_nw": 0.312,
        "vdd_drop_max_mv": 0.347,
        "swShare_pct": 23.1,
        "power_frac_seq_pct": 46.8,
    },
    "finish": {
        "fin_cells": 112,
        "final_layout_size_suffix_gt1_share_pct": 39.4,
        "regArea_sq_um": 191,
        "final_util_pct": 21.6,
        "nFillCells": 382,
        "comb_area_sq_um": 209,
        "area_delta_synth_final_pct": 67.1,
        "finish.instance_area_sq_um": 738,
    },
    "final_timing": {
        "min_period_over_period_pct": 94.6,
        "fin_skew_ns": 0.000669,
        "finalHoldViolCount": 0,
        "layout_setup_ws_ns": 0.0701,
        "holdWs_ns": 0.535,
        "max_freq_mhz": 813,
        "max_slew_margin_pct": 88.3,
        "setup_viol": 0,
        "worstMarginPinSlew_ns": 0.176,
        "final_max_slew_viol_count": 0,
        "min_period_ns": 1.23,
        "grt_setup_unrepaired": "no",
        "setup-tns-final_ns": 0,
    },
    "floorplan": {
        "core_util_floorplan_pct": 12.9,
        "die-area_sq_um": 6400,
        "die_y_um": 80,
        "io_pins": 22,
        "die-width_um": 80,
        "num_rows": 21,
        "core_area_sq_um": 3420,
    },
    "detailed_routing": {
        "ant_nets": 0,
        "wirelength_um": 1240,
        "insertedDiodeCount": 0,
        "drc": 0,
        "first_iter_violations": 10,
        "avgViaCountPerCell": 3.33,
        "detail_route.wl_per_cell_um": 11.1,
        "first_pass_iters": 4,
        "num_vias": 373,
    },
    "global_routing": {
        "grt.overflow.total": 0,
        "grt_usage_pct": 3.83,
        "grt_antenna_before_repair": 0,
        "grt_pass1_vias": 374,
        "grt_pass1_wl_um": 1910,
        "grt_max_degree": 18,
    },
    "job": {
        "warning_count": 25,
        "drv_cap": 0,
    },
    "place": {
        "dp.cells": 106,
        "place_area_sq_um": 696,
        "port-buffer-count": 21,
        "place_ws_ns": -0.261,
        "hpwl_um": 948,
        "gp_congestion": 0.720,
    },
    "hold_path": {
        "min_path_cells": 4,
        "hold_path_class": "input pin to flip-flop",
    },
    "run_status": {
        "status": "complete, no violations",
    },
}
## kinds of logic after synthesis
group	share of synthesized area, %
AND-OR/OR-AND	35.1
AND/OR/NAND/NOR	12.2
flip-flops	40.8
buffers and inverters	11.9
## flip-flops by register name, indices dropped and copies added, names as in the netlist
signal	cells
s_valid	1
s_data	8
## critical path, cell delays in order, from the launching register on
cell           delay, ns
dfxtp_2             0.32
buf_4               0.11
nand2b_4            0.05
dlygate4sd2_1       0.23
## final cells by class
cell class,instances,area share (%)
clock buffers,4,3.56
inverters,1,0.508
multi-input cells,26,28.3
flip-flops and latches,9,25.9
well taps,46,7.80
repair buffers,26,33.9
## power groups by stage
stage	Clock (mW)	Combinational (mW)	Sequential (mW)
final	0.214	0.130	0.302
after global routing	0.252	0.142	0.305
after CTS	0.232	0.133	0.303
## worst min-delay path by stage
stage / startpoint / endpoint / slack (ns)
4_1_cts: m_data[7] / s_data[7]$_SDFFE_PP0P_ / 0.56
5_1_grt: s_ready / s_valid$_SDFFE_PP0P_ / 0.55
6_report: s_ready / s_valid$_SDFFE_PP0P_ / 0.54
## metal layers
metal / up-vias / routed length (um) / GRT usage, %
met5: - / 0 / 0
met4: 0 / 0 / 0.176
met3: 0 / 146 / 2.61
met2: 16 / 536 / 5.30
met1: 165 / 561 / 5.04
li1: 192 / - / -
## cells in the mapped netlist, drive strengths merged
cell    instances  area share (%)
a21oi           9              17
dfxtp           9              41
a21bo           8              18
nand3           8             9.1
buf             4              10
clkbuf          1            0.85
inv             1            0.85
nand2b          1             3.1
## cells in the final DEF (no fill, tap or decap), drive strengths merged
cell type / n
clkdlybuf4s50: 10
dlymetal6s2s: 1
dlygate4sd2: 10
a21bo: 8
dfxtp: 9
nand3: 8
buf: 5
clkbuf: 4
nand2b: 1
a21oi: 9
inv: 1
## timing repair
item	in CTS	in global routing
gates cloned	0	0
resized	19	1
setup buffers	2	0
endpoints found under the setup margin	10	1
No activity file was given, so power comes from the tool's default toggle rates.
