==> /design/flow/design.v <==
`timescale 1ns/1ps
module master#(parameter WIDTH = 8)(
	input		 	clk,
	input			rst,
	input			valid_en,
	input 			ready,
	input	   [WIDTH-1:0]	mdata_in,
	output reg 		valid,
	output reg [WIDTH-1:0] 	mdata_out,
	output reg [7:0] 	addr
	);
  always @(posedge clk) begin
	if (rst)
		valid <= 1'b0;
	else
		valid <= valid_en;
  end
  always @(posedge clk) begin
	if (rst)
		mdata_out <= {WIDTH{1'b0}};
	else if (valid && ready)
		mdata_out <= mdata_in;
	else 
		mdata_out <= mdata_out;
  end
  always @(posedge clk) begin
       	if (rst)
            	addr <= 8'b0;
        else begin
		if (addr == 8'hff)
            		addr <= 8'b0;
		else if (valid && ready)
			addr <= addr + 8'b1;
		else addr <= addr; 
	end	
  end
endmodule
`timescale 1ns / 1ps
module ready_register#(parameter WIDTH = 8) (
	input			clk,
	input			rst,
	input			m_valid,
        output	reg		m_ready,
        input	   [WIDTH-1:0]  m_data,
        output  reg      	s_valid,
        input              	s_ready,
        output	reg[WIDTH-1:0] 	s_data
        );
  reg 			reg_full;         
  reg 			reg_valid;
  reg 	[WIDTH-1:0] 	reg_data;   
  wire 			reg_ready;    
  always @(posedge clk) begin 
   	if (rst) begin
		reg_full <= 0 ;
		s_valid <= 0;
		s_data <= {WIDTH{1'b0}};
		reg_data <= {WIDTH{1'b0}};
	end
   	else if(!reg_full) begin          
            	if (reg_ready) begin
             		s_valid <= m_valid;
			s_data <= m_data;               
            	end
            	else begin
              		reg_valid <= m_valid;
			reg_data <= m_data;
               		reg_full <= !reg_full;
            	end
           end
	   else begin 
		if(reg_ready) begin
            		s_valid <= reg_valid;
			s_data <= reg_data;              
               		reg_full <= !reg_full;
		end
		else begin
			s_valid <= s_valid;
			s_data <= s_data;              
               		reg_full <= reg_full;
		end             
           end
  end
  always @(posedge clk) begin
	if (rst) 
		m_ready <= 1'b1; 
	else 	
		m_ready <= reg_ready;
  end
  assign reg_ready = s_ready || ~s_valid; 
endmodule
`timescale 1ns/1ps
module slave#(parameter WIDTH = 8)(
	input 			clk,
	input 			rst,
	input 			ready_en,
	input 			valid,
	input 	   [WIDTH-1:0] 	sdata_in,
	output reg 		ready,
	output reg [WIDTH-1:0] 	sdata_out
	);
  always @(posedge clk) begin
	if (rst)
		ready <= 1'b0;
	else  	ready <= ready_en;
	end
  always @ (posedge clk) begin
        if (rst)
            	sdata_out <= {WIDTH{1'b0}};                 
        else if (valid && ready)
            	sdata_out <= sdata_in;              
        else 
            	sdata_out <= sdata_out;
  end      
endmodule
`timescale 1ns/1ps
module top_handshakes#( parameter WIDTH = 8)(
	input 			clk,
	input 			rst,
	input 			valid_en,
	input 			ready_en,
	output 			m_valid,
	output 			m_ready,
	output 			s_valid,
	output 			s_ready,
	input  	[WIDTH-1:0] 	m_data_in,
	output 	[WIDTH-1:0] 	m_data_out,
	output 	[WIDTH-1:0] 	s_data_in,
	output 	[WIDTH-1:0] 	s_data_out,
	output 	[7:0]		addr
	);
  wire 			valid_connect;
  wire 			ready_connect;
  wire  [WIDTH-1:0] 	data_connect;
  master master_test(
	.clk(clk), 
	.rst(rst), 
	.valid_en(valid_en), 
	.ready(m_ready), 
	.mdata_in(m_data_in),
	.valid(m_valid),
	.mdata_out(m_data_out), 
	.addr(addr)
	);
  ready_register ready_register_test(
	.clk(clk), 
	.rst(rst), 
	.m_valid(m_valid), 
	.m_ready(m_ready), 
	.m_data(m_data_out), 
	.s_valid(s_valid), 
	.s_ready(s_ready),
	.s_data (s_data_in)
	);
  slave slave_test(
	.clk(clk), 
	.rst(rst), 
	.ready_en(ready_en), 
	.valid(s_valid), 
	.sdata_in(s_data_in), 
	.ready(s_ready), 
	.sdata_out(s_data_out)
	);
endmodule
==> /design/flow/run.sh <==
#!/bin/bash
# OpenROAD 26Q1-2900-gdf79404cd8, Yosys 0.63+post, stock flow scripts
make -C /OpenROAD-flow-scripts/flow DESIGN_CONFIG=/design/flow/config.mk WORK_HOME=/design/flow/orfs finish
==> /design/flow/config.mk <==
export PLATFORM = sky130hd
export DESIGN_NAME = top_handshakes
export DESIGN_NICKNAME = top_handshakes
export VERILOG_FILES = /design/flow/design.v
export SDC_FILE = /design/flow/constraint.sdc
export NUM_CORES = 4
export LEC_CHECK = 1
export CORE_AREA = 10 10 110 110
export DIE_AREA = 0 0 120 120
==> /design/flow/constraint.sdc <==
current_design top_handshakes

set clk_period 2.1
set clk_io_pct 0.2

create_clock -name clk0 -period $clk_period [get_ports {clk}]

set non_clock_inputs [all_inputs -no_clocks]
set_input_delay [expr $clk_period * $clk_io_pct] -clock clk0 $non_clock_inputs
set_output_delay [expr $clk_period * $clk_io_pct] -clock clk0 [all_outputs]
==> metrics.yaml <==
clocking:
  ctsLongestPathBuffers: 2
  cts_sinks: 46
  path_clk_slew_ps: 80
  cts_tree: "built"
  postCtsHoldBufs: 0
  cts_setup_buffers: 0
  cts-root-buf: "clkbuf_8"
  cts_resized: 0
  cts_made_buffers: 5
  clkLatencyLatePin_ps: 300
  htree_levels: 2
timing:
  finalSetupViolations: 0
  tightest_slew_ps: 787.8
  hold_violations: 0
  setup_tns_ps: 0
  slew_viol_final: 0
  max_freq_mhz: 535.0
  period_needed_ps: 1869
  rsz0062_at_grt: "no"
  finClkSkew_ps: 5.744
  finalClockPeriodUsage: 0.8901
  relSlewSlack: 0.4741
final_layout:
  lay_top_count: "clkdlybuf4s50_1"
  final_core_util: 0.2510
  lay_top_cells: "47 x clkdlybuf4s50_1, 45 x dfxtp_1, 39 x nand2_1"
  final_area_mm2: 0.002454
  fillers: 1033
  area_delta_synth_final_pct: 38.49
  drive_above_1_share: 0.05645
floorplanning:
  io_pins: 48
  core_mm2: 0.009774
  die_h_um: 120
  die-area_mm2: 0.01440
  fp_util: 0.1813
  die_w_um: 120
  rows: 36
pwr:
  power.leakage_uw: 0.0007785
  vdd_drop_max_mv: 0.2196
  p_per_area_mw_per_mm2: 669.1
global_routing:
  grt_use_total: 0.06387
  grt_max_degree: 41
  antenna_found_initial: 0
  grt_first_pass_wirelength_um: 7652
  grt_pass1_vias: 1435
  overflow: 0
critical_path:
  cp_top_family: "flip-flops"
  critical_path_class: "flip-flop to output pin"
  endpoint_kind: "output pin"
  cp_slowest_cell: "dfxtp_1"
  worstSetupStartpointType: "flip-flop"
  required_ps: 1680
  slowest_delay_ps: 600
  crit_fanout: 12
  path_cells: "clkdlybuf4s50_1"
  crit_buf_inv: 1
  worstPathArrival_ps: 1450
synth:
  ys_seq_frac: 0.5254
  synth_flops: 46
  ys_area_mm2: 0.001772
  ys_cells: 204
  syn_inst: 204
  ys_warn_count: 3
  syn_avg_cell_area_um2: 8.685
  netlist_area_mm2: 0.001772
  yosysUniqueCellTypes: 31
placed_design:
  port_buffers: 47
  dp_hpwl_um: 3431
  gp_congestion: 0.7843
  dpl_cell_area_mm2: 0.002367
run_status:
  status: "finished, final reports clean"
drt:
  dr.pass1.iters: 4
  drc: 0
  wl_per_cell_um: 12.07
  drtIter0Drc: 124
  vias: 1515
  viasPerCell: 3.976
  wl_um: 4600
  postRouteAntennaNets: 0
  num_antenna_cells: 0
min_path:
  hold_path.class: "flip-flop to flip-flop"
job:
  warnings: 25
  drv_cap: 0
==> cell families (layout without fill, tap and decap cells) <==
| family | Yosys count | count (layout) | synth area share |
|---|---|---|---|
| xor gates and xnor gates | 1 | 1 | 0.004944 |
| AOI/OAI and AO/OA | 55 | 55 | 0.1759 |
| adders and majority gates | 1 | 1 | 0.007061 |
| muxes | 9 | 9 | 0.05085 |
| and+or+nand+nor | 75 | 75 | 0.1956 |
| buffers and inverters | 17 | 61 | 0.04025 |
| DFF | 46 | 46 | 0.5254 |
==> metrics by stage <==
step	setup WS (ps)	cells	total power [uW]	hold WS (ps)
after detailed placement	342.3	373	1144	449.3
final	230.8	381	1642	458.0
after global placement	377.1	373	1141	446.8
after CTS	210.4	381	1666	461.1
after floorplan	872.4	204	1034	421.8
after global routing	153.3	381	1731	487.3
==> worst paths after layout <==
kind,cells after the start,start,endpoint,slack [ps]
worst min-delay path,2,slave_test.sdata_out[2],slave_test.sdata_out[2],460
worst max register to register,3,ready_register_test.s_valid,ready_register_test.reg_valid,630
worst min register to register,2,slave_test.sdata_out[2],slave_test.sdata_out[2],460
worst max-delay path,1,slave_test.ready,s_ready,230
==> layer usage <==
layer  up-vias  share of wire  global-route usage  wire [um]
li1        799              -                   -          -
met5         -              0                   0          0
met1       670           0.44             0.07908       2032
met2        41           0.44              0.1045       2038
met4         0          0.018            0.009804         85
met3         5          0.097             0.02618        444
==> report_power, final <==
| part | leakage (uW) | internal (uW) | total, uW | switching [uW] |
|---|---|---|---|---|
| clock | 0.0000452 | 235 | 525 | 290 |
| sequential | 0.000375 | 909 | 954 | 45.4 |
| combinational | 0.000358 | 98.9 | 163 | 64.1 |
| total | 0.000778 | 1240 | 1640 | 399 |
==> layout make-up <==
| type | instances | area [um^2] | share of cell area |
|---|---|---|---|
| Sequential cell | 46 | 930.9 | 0.3794 |
| Multi-Input combinational cell | 141 | 769.5 | 0.3136 |
| Timing Repair Buffer | 49 | 485.5 | 0.1979 |
| Tap cell | 133 | 166.4 | 0.06782 |
| Clock buffer | 6 | 72.57 | 0.02958 |
| Inverter | 4 | 15.01 | 0.006119 |
| Clock inverter | 2 | 13.76 | 0.005609 |
==> sequential cells by signal (all words and copies together), names as in the netlist, 8 cells and up <==
| signal | cells |
|---|---|
| master_test.addr | 8 |
| master_test.mdata_out | 8 |
| ready_register_test.reg_data | 8 |
| ready_register_test.s_data | 8 |
| slave_test.sdata_out | 8 |
==> synthesized netlist by cell type <==
cell      number  share of area
dfxtp_1       45           0.51
nand2_1       39          0.083
a21oi_1       29          0.082
nand3_1       11          0.031
o21ai_0       11          0.031
nor2_1        10          0.021
mux2i_1        9          0.051
a211oi_1       8          0.034
buf_2          6          0.017
clkbuf_1       6          0.013
inv_1          4         0.0085
a31oi_1        3          0.011
nand4_1        2         0.0071
nor2b_1        2         0.0071
or3_1          2         0.0071
or4_1          2         0.0085
a311oi_1       1         0.0049
and2_1         1         0.0035
buf_1          1         0.0021
edfxtp_1       1          0.017
ha_1           1         0.0071
nand2_2        1         0.0035
nand2b_1       1         0.0035
nand3_2        1         0.0056
nor3b_2        1         0.0071
o211ai_1       1         0.0042
o21bai_1       1         0.0042
o221ai_1       1         0.0049
or2_2          1         0.0035
or3_2          1         0.0042
xnor2_1        1         0.0049
Power is estimated from default activity; no workload was simulated.
